## design/flow/run.sh

```bash
#!/bin/bash
# OpenROAD 26Q1-2900-gdf79404cd8, Yosys 0.63+post, stock flow scripts
make -C /OpenROAD-flow-scripts/flow DESIGN_CONFIG=/design/flow/config.mk WORK_HOME=/design/flow/orfs finish
```

## design/flow/config.mk

```make
export PLATFORM = sky130hd
export DESIGN_NAME = up_down_counter
export DESIGN_NICKNAME = up_down_counter
export VERILOG_FILES = /design/flow/design.v
export SDC_FILE = /design/flow/constraint.sdc
export NUM_CORES = 4
export LEC_CHECK = 1
export CORE_AREA = 10 10 70 70
export DIE_AREA = 0 0 80 80
```

## design/flow/constraint.sdc

```tcl
current_design up_down_counter

set clk_period 2.3
set clk_io_pct 0.2

create_clock -name clk0 -period $clk_period [get_ports {clk}]

set non_clock_inputs [all_inputs -no_clocks]
set_input_delay [expr $clk_period * $clk_io_pct] -clock clk0 $non_clock_inputs
set_output_delay [expr $clk_period * $clk_io_pct] -clock clk0 [all_outputs]
```

## design/flow/design.v

```verilog
`timescale 1ns / 1ps
module up_down_counter(
input clk, reset,up,en,
output reg [2:0]out
    );
always @ (posedge clk)
begin
	if (en==1)
	begin
		if (up==1)
		begin
			if (reset==1 || out==3'b111)
				out = 3'b000;
			else 
				out = out + 3'b001;
		end
		else if (up==0) 
		begin
			if (reset==1 || out==3'b000)
				out = 3'b111;
			else 
				out = out - 3'b001;
		end
	end
end
endmodule
```

==> results.toml <==
# generated from flow reports
[worst_hold_path]
hold_depth = 1
worstHoldStart = "out[0]"
hold_class = "reg -> reg"
whs_endpoint = "out[0]"

[synthesis]
top_area_share_pct = 39.1
syn_avg_cell_area_um2 = 11.5
netlist_instances = 20
ys_chip_area_um2 = 230
topCellsByArea = "edfxtp_1, ha_1, inv_1, nand4bb_1, o31a_2"
ys_warn_count = 1
synth_stat.cells = 20
syn-cell-area_um2 = 230
post-synth-top-area-cell = "edfxtp_1"
ys_seq_share_pct = 39.1
synth_cell_types = 13
ys_seq_elements = 3

[clock_tree]
cts_made_buffers = 3
clkLatencyLatePin_ns = 0.24
cts_tree = "yes"
postCtsResizedCells = 0
path_clk_slew_ns = 0.04
clock-sinks = 3
cts_buffer_depth = 2
cts_root_buf = "clkbuf_4"
post_cts_buffers = 0
htree_levels = 1
cts_hold_buf = 0

[final_timing]
tightestPinTransition_ns = 0.209
clock_skew_ns = 0.00615
finalCritPeriodShare_pct = 70.4
setup_viol = 0
min_period_ns = 1.62
hold_viol_final = 0
fmax_ghz = 0.617
worst_hold_slack_ns = 0.687
relSlewSlack_pct = 86.0
tns_ns = 0
final_max_slew_viol_count = 0
rsz0062_at_grt = "false"

[detailed_routing]
drc = 0
wirelength_um = 554
antennaDiodeCount = 0
vias_per_cell = 2.72
drt.antenna.violating_nets = 0
drtIter0Drc = 23
num_vias = 207
dr.pass1.iters = 4
wl_per_cell_um = 7.29

[floorplanning]
num_rows = 21
die-area_mm2 = 0.00640
die_x_um = 80
fp_util_pct = 6.74
boundaryPins = 7
design.core.area_mm2 = 0.00342
chipHeight_um = 80

[critical_path]
slowest_delay_ns = 0.50
cp.arrival_ns = 1.16
regToRegStartpoint = "out[0]"
critical_path.top_delay_family = "buffers and inverters"
ff2ff_setup_slack_ns = 0.72
path_buffers = 1
worstReg2RegEnd = "out[1]"
crit_slowest_cell = "clkdlybuf4s50_1"
crit_chain = "clkdlybuf4s50_1"
cp_num_cells = 1
critPathMaxFanout = 5
cp-end-kind = "output port"
critical_path.startpoint_type = "flip-flop"
worstPathRequired_ns = 1.84
critical_path_class = "reg -> out"
r2r.worst_path.cells = 4

[cells_and_area]
largest_reg_flops = 3
drive_gt1_share_pct = 13.3
area_growth_pct = 62.5
final_util_pct = 11.0
design_area_um2 = 374

[grt]
grt_max_degree = 7
grtUsageTotal_pct = 1.58
grt_overflow = 0
antenna_found_initial = 0
grt_pass1_vias = 204
grt_pass1_wl_um = 869

[placed_design]
place_area_um2 = 348
portBuffers = 6
place.gp.congestion = 0.761
dp_hpwl_um = 422

[status]
status = "finished clean"

[power]
ir_drop_uv = 93.3
power.density_mw_per_mm2 = 561
p_leak_nw = 0.140

[job]
warnings = 27
maxCapViolCount = 0
-- area by class of cell --
type                            instances  area [um^2]
Fill cell                             396         3040
Multi-Input combinational cell         14          129
Sequential cell                         3         90.1
Timing Repair Buffer                    6         60.1
Tap cell                               46         57.6
Clock buffer                            4         26.3
Inverter                                3         11.3
-- Yosys cell counts (all sizes together) --
| master | count |
|---|---|
| a22oi | 1 |
| nor3b | 1 |
| nand4bb | 1 |
| o31a | 1 |
| ha | 4 |
| a21o | 1 |
| or3b | 1 |
| nand2b | 1 |
| edfxtp | 3 |
| o221ai | 1 |
| nor3 | 1 |
| a31oi | 1 |
| inv | 3 |
-- per-layer routing --
layer | GRT usage, % | routed length [um] | vias to the layer above
met2 | 2.49 | 300 | 12
li1 | - | - | 98
met4 | 0.880 | 0 | 0
met1 | 2.01 | 221 | 97
met5 | 0 | 0 | -
met3 | 0.227 | 33 | 0
-- cells in the final DEF (no fill, tap or decap), drive strengths merged, types with 3 or more instances in the layout --
cell type	netlist	final
ha	4	4
inv	3	3
edfxtp	3	3
clkbuf	0	4
clkdlybuf4s50	0	6
-- worst max path at each step --
stage | start | end | slack (ns)
CTS | out[0] | out[0] | 0.67
global route | out[0] | out[1] | 0.64
finish | out[0] | out[0] | 0.68
-- stage by stage --
stage	total power, mW	std cells	setup WS [ns]
floorplan	0.0925	20	0.841
global placement	0.114	72	0.634
detailed placement	0.115	72	0.624
CTS	0.214	76	0.674
global route	0.225	76	0.644
finish	0.210	76	0.680
-- kinds of logic after synthesis --
family,count (synthesis),synth area share [%]
compound gates,5,17.4
simple gates,5,16.8
fa+ha+maj,4,21.7
buf+inv,3,4.89
flops,3,39.1
-- report_power, final --
| part | leakage (nW) | switching (mW) | internal, mW |
|---|---|---|---|
| sequential | 0.0292 | 0.00545 | 0.0674 |
| combinational | 0.0953 | 0.0162 | 0.0259 |
| clock | 0.0150 | 0.0300 | 0.0652 |
Power is estimated from default activity; no workload was simulated.
