==> ./design.v <==
module traffic_light
(
    input clk,rst,
    output reg[2:0] a,b  
);
localparam S0 = 6'b000001,
        S1 = 6'b000010,
        S2 = 6'b000100,
        S3 = 6'b001000,
        S4 = 6'b010000,
        S5 = 6'b100000;
localparam SEC5 = 4'd5, SCE1 =4'd1;
reg[3:0] count =1;
reg[5:0] state;
always @(posedge clk or posedge rst)
begin
if(rst ==1)
    begin
        state <= S0;
        count <= 1;
    end
else
    case(state)
        S0: if(count <= SEC5)
                begin
                    state <= S0;
                    count <= count+1;
                end
            else 
                begin
                    state <=S1;
                    count <= 1;
                end
        S1: if(coubt < SCE1)
                begin
                    state <= S1;
                    count <= count+1;
                end
            else
                begin
                    state <= S2;
                    count <= 1;
                end
        S2: if(coubt < SCE1)
                begin
                    state <= S2;
                    count <= count+1;
                end
            else
                begin
                    state <= S3;
                    count <= 1;
                end
        S3: if(count <= SEC5)
                begin
                    state <= S3;
                    count <= count+1;
                end
            else 
                begin
                    state <=S4;
                    count <= 1;
                end
        S4: if(coubt < SCE1)
                begin
                    state <= S4;
                    count <= count+1;
                end
            else
                begin
                    state <= S5;
                    count <= 1;
                end
        S2: if(coubt < SCE1)
                begin
                    state <= S5;
                    count <= count+1;
                end
            else
                begin
                    state <= S0;
                    count <= 1;
                end
        default state = S0;
    endcase
end
always @(*)  
begin
    case (state)
        S0: begin a <= 3'b001; b <= 3'b100; end   
        S1: begin a <= 3'b010; b <= 3'b100; end
        S2: begin a <= 3'b100; b <= 3'b100; end
        S3: begin a <= 3'b100; b <= 3'b001; end
        S4: begin a <= 3'b100; b <= 3'b010; end
        S5: begin a <= 3'b100; b <= 3'b100; end
        default begin a <= 3'b100; b <= 3'b100; end
    endcase
end
endmodule
==> ./run.sh <==
#!/bin/bash
# OpenROAD 26Q1-2900-gdf79404cd8, Yosys 0.63+post, stock flow scripts
make -C /OpenROAD-flow-scripts/flow DESIGN_CONFIG=/design/flow/config.mk WORK_HOME=/design/flow/orfs finish
==> ./config.mk <==
export PLATFORM = sky130hd
export DESIGN_NAME = traffic_light
export DESIGN_NICKNAME = traffic_light
export VERILOG_FILES = /design/flow/design.v
export SDC_FILE = /design/flow/constraint.sdc
export NUM_CORES = 4
export LEC_CHECK = 1
export CORE_AREA = 10 10 73 73
export DIE_AREA = 0 0 83 83
==> ./constraint.sdc <==
current_design traffic_light

set clk_period 2.8
set clk_io_pct 0.2

create_clock -name clk0 -period $clk_period [get_ports {clk}]

set non_clock_inputs [all_inputs -no_clocks]
set_input_delay [expr $clk_period * $clk_io_pct] -clock clk0 $non_clock_inputs
set_output_delay [expr $clk_period * $clk_io_pct] -clock clk0 [all_outputs]
==> results.yml <==
# implementation run metrics
worst_setup_path:
  critical_path.cell_chain: "clkdlybuf4s50_1"
  reg2reg_slack_ns: 1.28
  cp_top_family: "flip-flops"
  required_ns: 2.24
  cp.depth: 1
  path_class: "reg2out"
  startpoint_type: "flip-flop"
  crit_path_top_delay_cell: "dfstp_2"
  worst_r2r_startpoint: "count[0]"
  ff2ff_path_depth: 5
  crit_end: "a[0]"
  path_max_fanout: 8
  cp-end-kind: "output port"
  worstPathBufferInverterCount: 1
  timing.critical_path.arrival_ns: 1.31
  cpPeakStageDelay_ns: 0.59
  startpoint: "state[0]"
  r2r_end: "count[1]"
logic_synthesis:
  yosys.area.top_type: "dfrtp_1"
  top_logic_kind: "simple AND/OR/NAND/NOR gates"
  yosysChipArea_um2: 457.9
  yosys_warnings: 3
  yosys-stat-cells: 46
  ys_top_cells_by_area: "dfrtp_1 (33%), dfstp_2 (11%), ha_1 (8.2%), nor2_1 (4.1%), o22a_1 (3.8%)"
  synthCells: 46
  syn-cell-area_um2: 457.9
  synthXorXnorAreaFrac: 0
  avgSynthCellArea_um2: 9.955
  synth-simple-area-share: 0.1995
  synth_seq_share: 0.4426
  ys_sh_adder: 0.08197
  compound_area_frac: 0.1967
  synth.mux.area_fraction: 0.02186
  ys_types: 26
  top_area_frac: 0.3279
  synth_flops: 8
die:
  rows: 22
  dieArea_um2: 6889
  initial_core_util: 0.1223
  core_area_um2: 3744
  ios: 8
  die_h_um: 83
  die_x_um: 83
route:
  vias_per_cell: 3.600
  wl_per_cell_um: 9.520
  antenna_cells: 0
  top_layer_used: "met4"
  wirelength_um: 952
  drc: 0
  met1_length_um: 473
  ant_nets: 0
  wl_met3_um: 59
  wl_met2_um: 413
  initialDrtViolationCount: 14
  via_count: 360
  firstDrtPassIters: 4
clock_network:
  clk_latency_ns: 0.23
  cts-root-buf: "clkbuf_8"
  cts_hold_buf: 0
  cts_setup_buffers: 0
  cts_tree: "yes"
  cts_buffer_depth: 2
  clock_sinks: 8
  cts_max_level: 1
  cts_resized: 0
  cts.clk_slew.worst_paths_ns: 0.04
  cts_buffers: 3
sta:
  maxSlewViolCount: 0
  setup_viol: 0
  period_needed_ns: 1.871
  skew_ns: 0.001224
  relSlewSlack: 0.7146
  finalHoldViolCount: 0
  setup_ws_ns: 0.9292
  worst_pin_slew_ns: 0.4246
  finalCritPeriodShare: 0.6682
  rsz0062_at_grt: "no"
  fmax_mhz: 534.5
  fin_tns_setup_ns: 0
grt:
  antenna_found_initial: 0
  first_global_vias: 369
  grt_pass1_wl_um: 1676
  grt_max_degree: 9
  grt_usage: 0.02744
  grt_overflow: 0
layout:
  final_cells: 100
  fill_cells: 437
  lay_top_cells: "clkdlybuf4s50_1 (7), dfrtp_1 (6), nor2_1 (5)"
  seqCellArea_um2: 202.7
  syn_to_final_growth_pct: 34.15
  final_layout_size_suffix_gt1_frac: 0.1731
  combGateArea_um2: 229.0
  lay_top_count: "clkdlybuf4s50_1"
power:
  ir_worst_vdd_mv: 0.2014
  p_leak_nw: 0.2486
  power_density_nw_per_um2: 420.5
outcome:
  status: "complete, no violations"
placement:
  dp_hpwl_um: 687.1
  gp_congestion: 0.7802
  dp_slack_ns: 1.179
  dp_cells: 97
  io_buffers: 7
run:
  drv_cap: 0
  warnings: 27
worst_hold_path:
  hold_class: "reg2reg"
-- how the worst min path moves through the flow --
stage	start	cells after the start	slack, ns	endpoint
4_1_cts	count[0]	1	0.52	count[0]
5_1_grt	count[0]	1	0.54	count[0]
6_report	count[0]	1	0.52	count[0]
-- layer usage --
layer | GRT usage | vias up
li1 | - | 171
met1 | 0.03592 | 176
met2 | 0.04260 | 11
met3 | 0.01083 | 2
met4 | 0.003077 | 0
met5 | 0 | -
-- metrics by stage --
step / hold slack (ns) / power [W] / utilization / instance area (µm²)
3_3_place_gp: 0.4989 / 0.0001216 / 0.1531 / 573.1
6_report: 0.5211 / 0.0002583 / 0.1641 / 614.3
4_1_cts: 0.5205 / 0.0002596 / 0.1641 / 614.3
2_1_floorplan: 0.3742 / 0.0001195 / - / 457.9
5_1_grt: 0.5396 / 0.0002703 / 0.1641 / 614.3
3_5_place_dp: 0.5120 / 0.0001216 / 0.1531 / 573.1
-- cell type report --
cell class,instances,share of cell area
clock buffer,3,0.06721
sequential,8,0.3299
timing repair buffer,7,0.1141
multi-input combinational,31,0.3727
tap,48,0.09776
inverter,3,0.01833
-- logic make-up after synthesis --
kind of cell	Yosys count
AOI/OAI and AO/OA	12
muxes	1
adders and majority gates	3
DFF	8
buffers and inverters	7
and+or+nand+nor	15
-- cell usage after synthesis (all sizes together) --
master and count:
dfrtp 6, nor2 6, clkbuf 4, ha 3, inv 3, a21o 2
and2 2, dfstp 2, o21ai 2, o22a 2, a211oi 1, a221o 1
a22o 1, mux2i 1, nand2 1, nand2b 1, nand3 1, nor2b 1
nor3b 1, nor4 1, o211ai 1, o22ai 1, o31ai 1, or2 1
-- where the power goes --
group	internal (W)	switching, W	leakage (nW)
clock network	0.0000931	0.0000451	0.0216
registers	0.000116	0	0.104
logic	0.00000131	0.00000250	0.123
total	0.000211	0.0000476	0.249
-- sequential cells by signal (all words and copies together), names as in the netlist --
| register | count |
|---|---|
| state | 4 |
| count | 4 |
No activity file was given, so power comes from the tool's default toggle rates.
