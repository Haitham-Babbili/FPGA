**design/flow/config.mk**
```make
export PLATFORM = sky130hd
export DESIGN_NAME = register
export DESIGN_NICKNAME = register
export VERILOG_FILES = /design/flow/design.v
export SDC_FILE = /design/flow/constraint.sdc
export NUM_CORES = 4
export LEC_CHECK = 1
export CORE_AREA = 10 10 70 70
export DIE_AREA = 0 0 80 80
```
**design/flow/constraint.sdc**
```tcl
current_design register

set clk_period 1.0
set clk_io_pct 0.2

create_clock -name clk0 -period $clk_period [get_ports {clk}]

set non_clock_inputs [all_inputs -no_clocks]
set_input_delay [expr $clk_period * $clk_io_pct] -clock clk0 $non_clock_inputs
set_output_delay [expr $clk_period * $clk_io_pct] -clock clk0 [all_outputs]
```
**design/flow/run.sh**
```bash
#!/bin/bash
# OpenROAD 26Q1-2900-gdf79404cd8, Yosys 0.63+post, stock flow scripts
make -C /OpenROAD-flow-scripts/flow DESIGN_CONFIG=/design/flow/config.mk WORK_HOME=/design/flow/orfs finish
```
**design/flow/design.v**
```verilog
`timescale 1ns / 1ps
module register #(parameter w=8)(
input [w-1:0]in,
input clk,reset,
output reg [w-1:0]out
    );
always @(posedge clk)
begin
	if (reset==1)
		out = 0;
	else
		out = in;
end
endmodule
```
==> run_summary.xml <==
<?xml version="1.0" encoding="UTF-8"?>
<metrics>
  <group name="cts">
    <metric name="cts-buffers-inserted" unit="">3</metric>
    <metric name="ctsResizeCount" unit="">11</metric>
    <metric name="tritoncts_clock_tree" unit="">built</metric>
    <metric name="cts_num_sinks" unit="">8</metric>
    <metric name="htree_num_levels" unit="">1</metric>
    <metric name="cts.path.max_buffers" unit="">2</metric>
    <metric name="postCtsHoldBufs" unit="">0</metric>
    <metric name="cts.repair_timing.setup_buffer_count" unit="">0</metric>
    <metric name="cts.reportedPaths.clkPinSlew" unit="ps">50</metric>
    <metric name="cts.root.buffer_cell" unit="">sky130_fd_sc_hd__clkbuf_4</metric>
  </group>
  <group name="die">
    <metric name="dieHeight" unit="µm">80</metric>
    <metric name="fp_util" unit="">0.0615</metric>
    <metric name="floorplan.core_area" unit="µm²">3420</metric>
    <metric name="ios" unit="">18</metric>
    <metric name="die_area" unit="µm²">6400</metric>
    <metric name="std_cell_rows" unit="">21</metric>
    <metric name="chipWidth" unit="µm">80</metric>
  </group>
  <group name="sta">
    <metric name="setup_slack" unit="ps">27.5</metric>
    <metric name="timing.final.hold_violations" unit="">0</metric>
    <metric name="final_max_slew_viol_count" unit="">0</metric>
    <metric name="achievable-frequency" unit="MHz">1030</metric>
    <metric name="grt_setup_unrepaired" unit="">no</metric>
    <metric name="fin_setup_tns" unit="ps">0</metric>
    <metric name="worst_slew_margin_rel" unit="">0.820</metric>
    <metric name="layout_min_cycle_time" unit="ps">972</metric>
    <metric name="final.period_utilization" unit="">0.972</metric>
    <metric name="worstMarginPinSlew" unit="ps">269</metric>
    <metric name="final-setup-viol-count" unit="">0</metric>
  </group>
  <group name="min_path">
    <metric name="class_of_the_tightest_hold_or_removal_check" unit="">in -&gt; reg</metric>
    <metric name="hold_end" unit="">out[3]</metric>
    <metric name="timing.hold.worst_path_depth" unit="">2</metric>
    <metric name="hold_crit_start" unit="">in[3]</metric>
  </group>
  <group name="global_route">
    <metric name="grt_pass1_vias" unit="">195</metric>
    <metric name="initial_antenna_violation_count" unit="">0</metric>
    <metric name="global_route.usage.total" unit="">0.0204</metric>
    <metric name="grt_max_degree" unit="">9</metric>
    <metric name="globalRoute.totalOverflow" unit="">0</metric>
    <metric name="grt_pass1_wl" unit="µm">993</metric>
  </group>
  <group name="worst_setup_path">
    <metric name="timing.critical_path.slowest_cell_delay" unit="ps">310</metric>
    <metric name="worstSetupStartpointType" unit="">flop</metric>
    <metric name="timing.critical_path.depth" unit="">1</metric>
    <metric name="data_arrival_time_of_the_critical_path" unit="ps">770</metric>
    <metric name="crit_path_top_delay_cell" unit="">sky130_fd_sc_hd__dfxtp_2</metric>
    <metric name="worst_setup_path_class" unit="">reg -&gt; out</metric>
    <metric name="critical_path_peak_fanout" unit="">1</metric>
    <metric name="critPathBufInv" unit="">1</metric>
    <metric name="timing.critical_path.cells" unit="">dlygate4sd2_1</metric>
    <metric name="crit_path_end_kind" unit="">output port</metric>
    <metric name="critPathTopFamily" unit="">flip-flops</metric>
    <metric name="required" unit="ps">800</metric>
  </group>
  <group name="pwr">
    <metric name="power_per_cell_area" unit="nW/µm²">1370</metric>
    <metric name="leakage" unit="nW">0.175</metric>
    <metric name="ir_worst_vdd" unit="µV">236</metric>
    <metric name="post-layout-total-power" unit="W">0.000638</metric>
  </group>
  <group name="finish">
    <metric name="mi_logic_area" unit="µm²">50.0</metric>
    <metric name="syn_to_final_growth" unit="%">121</metric>
    <metric name="drive_gt1_frac" unit="">0.222</metric>
    <metric name="finalCoreUtilization" unit="">0.136</metric>
    <metric name="fill_cells" unit="">393</metric>
    <metric name="largest_reg_flops" unit="">8</metric>
    <metric name="register_area" unit="µm²">166</metric>
  </group>
  <group name="yosys">
    <metric name="syn-mean-instance-area" unit="µm²">13.1</metric>
    <metric name="yosys.stat.chipArea" unit="µm²">210</metric>
    <metric name="synth_cell_type_count" unit="">2</metric>
    <metric name="top_cells_by_count" unit="">sky130_fd_sc_hd__dfxtp_1, sky130_fd_sc_hd__nor2b_1</metric>
    <metric name="topCellsByArea" unit="">sky130_fd_sc_hd__dfxtp_1, sky130_fd_sc_hd__nor2b_1</metric>
    <metric name="syn_inst" unit="">16</metric>
    <metric name="ys_seq_frac" unit="">0.762</metric>
    <metric name="netlist_area" unit="µm²">210</metric>
    <metric name="ys.flops" unit="">8</metric>
    <metric name="edf_count" unit="">0</metric>
    <metric name="post_synth_top_area_cell" unit="">sky130_fd_sc_hd__dfxtp_1</metric>
    <metric name="synth-cells-yosys" unit="">16</metric>
    <metric name="yosys_warnings" unit="">1</metric>
    <metric name="synthArstFlopShare" unit="">0</metric>
    <metric name="flop_cell" unit="">sky130_fd_sc_hd__dfxtp_1</metric>
    <metric name="top_cell_area_share" unit="">0.762</metric>
  </group>
  <group name="route">
    <metric name="wirelength_met1" unit="µm">217</metric>
    <metric name="drt_first_iter_violations" unit="">0</metric>
    <metric name="detail_route.wl_per_cell" unit="µm">8.54</metric>
    <metric name="drt_wl_total" unit="µm">700</metric>
    <metric name="dr_wl_met2" unit="µm">448</metric>
    <metric name="met3WireLength" unit="µm">15</metric>
    <metric name="antenna_viol_nets_final" unit="">0</metric>
    <metric name="maxUsedRoutingLayer" unit="">met4</metric>
    <metric name="drc_errors" unit="">0</metric>
    <metric name="vias_per_cell" unit="">2.11</metric>
    <metric name="drt-pass1-iter-count" unit="">1</metric>
    <metric name="antenna_cells_inserted" unit="">0</metric>
    <metric name="dr_total_vias" unit="">173</metric>
  </group>
  <group name="outcome">
    <metric name="outcome" unit="">finished, final reports clean</metric>
  </group>
  <group name="place">
    <metric name="port-buffer-count" unit="">17</metric>
    <metric name="placer_s_final_routability_congestion_estimate" unit="">0.699</metric>
    <metric name="place_ws" unit="ps">-20.2</metric>
  </group>
  <group name="run">
    <metric name="warning_count" unit="">25</metric>
    <metric name="cap_viol_max_count" unit="">0</metric>
  </group>
</metrics>
-- kinds of logic after synthesis --
logic type and synth area share:
AND/OR/NAND/NOR 0.238, flip-flops 0.762
-- cell usage in the layout, fill, tap and decap left out --
cell type / synthesis / routed
sky130_fd_sc_hd__dfxtp_2: 0 / 5
sky130_fd_sc_hd__nor2b_1: 8 / 8
sky130_fd_sc_hd__clkdlybuf4s15_1: 0 / 6
sky130_fd_sc_hd__dlygate4sd2_1: 0 / 2
sky130_fd_sc_hd__dfxtp_1: 8 / 3
sky130_fd_sc_hd__clkbuf_4: 0 / 3
sky130_fd_sc_hd__clkdlybuf4s50_1: 0 / 9
-- layout make-up --
| cell class | instances | area share |
|---|---|---|
| Timing Repair Buffer | 17 | 0.361 |
| Sequential cell | 8 | 0.358 |
| Tap cell | 46 | 0.124 |
| Multi-Input combinational cell | 8 | 0.108 |
| Clock buffer | 3 | 0.0485 |
-- power by group --
group | internal (W) | leakage [nW] | switching [W] | total, W
Sequential | 0.000339 | 0.0680 | 0.00000447 | 0.000343
Combinational | 0.0000562 | 0.0936 | 0.0000138 | 0.0000700
Clock | 0.000136 | 0.0138 | 0.0000890 | 0.000225
-- metal layers --
layer,vias up,GRT usage
li1,89,-
met1,76,0.0188
met2,6,0.0401
met3,2,0.00455
met4,0,0.0106
met5,-,0
-- how the worst max path moves through the flow --
| stage | slack (ps) | from | endpoint |
|---|---|---|---|
| 4_1_cts | 8 | out[7] | out[7] |
| 5_1_grt | 1 | out[4] | out[4] |
| 6_report | 30 | out[4] | out[4] |
-- per-stage QoR --
stage,cells,hold WS (ps),instance area [µm²]
floorplan,16,272,210
global placement,79,766,438
detailed placement,79,767,438
CTS,82,503,454
global route,82,499,464
finish,82,506,464
Power is estimated from default activity; no workload was simulated.
